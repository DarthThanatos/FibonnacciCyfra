--- ./run.sh ---
#!/bin/bash
# OpenROAD 26Q1-2900-gdf79404cd8, Yosys 0.63+post, stock flow scripts
make -C /OpenROAD-flow-scripts/flow DESIGN_CONFIG=/design/flow/config.mk WORK_HOME=/design/flow/orfs finish
--- ./config.mk ---
export PLATFORM = sky130hd
export DESIGN_NAME = prescaler
export DESIGN_NICKNAME = prescaler
export VERILOG_FILES = /design/flow/design.v
export SDC_FILE = /design/flow/constraint.sdc
export NUM_CORES = 4
export LEC_CHECK = 1
export CORE_AREA = 10 10 92 92
export DIE_AREA = 0 0 102 102
--- ./constraint.sdc ---
current_design prescaler

set clk_period 5.0
set clk_io_pct 0.2

create_clock -name clk0 -period $clk_period [get_ports {clkin}]

set non_clock_inputs [all_inputs -no_clocks]
set_input_delay [expr $clk_period * $clk_io_pct] -clock clk0 $non_clock_inputs
set_output_delay [expr $clk_period * $clk_io_pct] -clock clk0 [all_outputs]
--- ./design.v ---
module prescaler(
	input clkin,
	output reg clkout
);
reg [31:0] cntr;
always@(posedge clkin)
begin
	if(cntr < 25175000)
		cntr <= cntr + 1;
	else
		cntr <= 0;
	clkout <= cntr[24];
end
endmodule
==> results.yml <==
# yosys + openroad results
global_route:
  grt_pass1_vias: 1071
  grt_remaining_overflow: 0
  grt_max_degree: 24
  antenna_found_initial: 0
  grt_pass1_wl_um: 4960
  track_usage_pct: 5.75
clocking:
  cts_setup_buffers: 0
  h-tree-depth: 2
  clk_pin_slew_ns: 0.07
  ctsRootBufferMaster: "clkbuf_8"
  ctsResizeCount: 0
  cts_hold_buf: 0
  cts_max_path_buffers: 2
  numCtsBuffers: 5
  cts_tree: "built"
  clkLatencyLatePin_ns: 0.28
  cts_sinks: 33
drt:
  ant_nets: 0
  vias: 1197
  wl_per_cell_um: 11.8
  avgViaCountPerCell: 4.91
  drt_iter0_markers: 96
  routed_wl_um: 2890
  n_antenna_cell: 0
  first_pass_iters: 4
  drc: 0
die:
  io_pins: 2
  initCoreUtil_pct: 22.5
  rows: 29
  die_h_um: 102
  chipArea_um2: 10400
  core_area_um2: 6460
  die_x_um: 102
place:
  place_congestion: 0.805
  io_buffers: 1
  hpwl_um: 1900
  dpl_worst_slack_ns: 2.66
power:
  p_leak_nw: 0.445
  switching_share_pct: 20.6
  powerDensity_nw_per_um2: 277
  total_power_mw: 0.456
  pwr-share-seq_pct: 58.5
  switchingPower_mw: 0.0941
  vdd_drop_max_uv: 155
  comb_power_share_pct: 0.4
  power.internal_mw: 0.362
  p_clk_share_pct: 41.1
final_timing:
  tightest_slew_ns: 0.826
  finalWorstSetupSlack_ns: 2.68
  final.setup_skew_ns: 0.00303
  finalSetupTns_ns: 0
  finalHoldViolCount: 0
  fin_crit_sh_pct: 46.4
  period_needed_ns: 2.32
  slew_violations: 0
  maxSlewHeadroom_pct: 44.8
  rsz0062_at_grt: "no"
  fmax_mhz: 431
  setup_viol: 0
yosys:
  yosys_cells: 158
  synth.avg_cell_area_um2: 9.19
  top_cells_by_area: "dfxtp_1, xnor2_1, a21oi_1"
  edf_count: 0
  ys_area_um2: 1450
  netlist_top_cells_count: "dfxtp_1, a21oi_1, nand2_1, xnor2_1"
  ys_seq_share_pct: 45.5
  synthArstFlopShare_pct: 0
  synthCells: 158
  synth_dominant_cell_count: "dfxtp_1"
  yosys.cell_types.count: 34
  top_cell_area_share_pct: 45.5
  ys_ff: 33
  top_area_cell: "dfxtp_1"
  yosysWarnings: 1
  syn_area_um2: 1450
  ys.flop_type: "dfxtp_1"
worst_hold_path:
  hold_depth: 0
  worstHoldStart: "cntr[24]"
  hp-class: "flip-flop to flip-flop"
  min_to: "clkout"
setup_path:
  critical_path_arrival_ns: 2.51
  cp-start-kind: "flip-flop"
  crit_type: "flip-flop to flip-flop"
  cp.required_ns: 5.19
  ff2ff_setup_slack_ns: 2.68
  rr_endpoint: "cntr[18]"
  critical_path.max_fanout: 23
  crit_path_end_kind: "flip-flop"
  worst_r2r_path_depth: 4
  reg2reg_from: "cntr[29]"
cells_and_area:
  drive_above_1_share_pct: 9.58
  fin_util_pct: 25.5
  syn_to_final_growth_pct: 13.4
run:
  maxCapViolations: 0
  warning_count: 25
run_status:
  status: "finished clean"
## worst max-delay path, stage by stage (launching register included)
cell and delay [ns]:
dfxtp_1 0.30, or4_1 0.52, nor4_2 0.41, nand2_1 0.64, a22oi_1 0.36
## routing by layer
metal | track usage [%] | share of wire [%]
met5 | 0 | 0
met4 | 0.976 | 0.42
met3 | 2.32 | 6.2
met1 | 8.35 | 52
met2 | 7.95 | 41
## kinds of logic after synthesis
kind of cell,Yosys count,share of synthesized area (%)
and+or+nand+nor,61,25.2
AOI/OAI and AO/OA,38,17.1
DFF,33,45.5
xor gates and xnor gates,14,8.44
buffers and inverters,10,2.76
adders and majority gates,1,0.861
other,1,0.258
## flip-flops by register name (all words and copies together) (netlist names)
signal  cells
clkout      1
cntr       32
## metrics by stage
stage	cell area, µm²	cells	hold WS [ns]
5_1_grt	1650	244	0.403
3_5_place_dp	1560	236	0.384
6_report	1650	244	0.392
3_3_place_gp	1560	236	0.389
4_1_cts	1650	244	0.393
2_1_floorplan	1480	164	0.368
## worst max-delay path by stage
stage                 slack (ns)     start  endpoint  cells past startpoint
after global routing        2.46  cntr[27]  cntr[17]                      4
after CTS                   2.65  cntr[29]  cntr[17]                      4
final                       2.68  cntr[29]  cntr[18]                      4
## power by group through the flow
stage                 registers, mW  logic (mW)  clock network [mW]
final                         0.267     0.00171               0.188
after CTS                     0.267     0.00176               0.198
after global routing          0.267     0.00233               0.211
## cell type report
cell class | instances | area (µm²)
inverter | 3 | 11.3
fill | 704 | 4810
timing repair buffer | 2 | 17.5
clock buffer | 5 | 68.8
clock inverter | 3 | 17.5
sequential | 33 | 661
tap | 77 | 96.3
multi-input combinational | 121 | 774
## layout by cell type (no fill, tap or decap), types with 2 or more instances in the layout
cell type	n
or3_1	5
a22oi_1	7
dfxtp_1	33
o221ai_1	2
clkinv_2	2
clkbuf_8	5
or4_1	8
nor4_1	6
xnor2_1	10
nor2_1	3
o21ai_0	6
or2_2	2
inv_1	3
nand2_1	10
nand3_1	8
nand3b_1	2
conb_1	7
nor3_1	4
and3_1	2
nand4_1	5
a21oi_1	16
o31ai_1	3
xor2_1	4
Power and IR drop assume default switching activity.
